--- /design/flow/design.v ---
module async_fifo1
#(
  parameter DSIZE = 8,
  parameter ASIZE = 4
 )
(
  input   winc, wclk, wrst_n,  
  input   rinc, rclk, rrst_n,  
  input   [DSIZE-1:0] wdata,
  output  [DSIZE-1:0] rdata,
  output  wfull,
  output  rempty
);
  wire [ASIZE-1:0] waddr, raddr;
  wire [ASIZE:0] wptr, rptr, wq2_rptr, rq2_wptr;
  sync_r2w #(ASIZE) sync_r2w (
    .wclk(wclk),
    .wrst_n(wrst_n),
    .rptr(rptr),
    .wq2_rptr(wq2_rptr)
  );
  sync_w2r #(ASIZE) sync_w2r (
    .rclk(rclk),
    .rrst_n(rrst_n),
    .wptr(wptr),
    .rq2_wptr(rq2_wptr)
  );
  fifomem #(DSIZE, ASIZE) fifomem (
    .winc(winc),
    .wfull(wfull),
    .wclk(wclk),
    .waddr(waddr),
    .raddr(raddr),
    .wdata(wdata),
    .rdata(rdata)
  );
  rptr_empty #(ASIZE) rptr_empty (
    .rinc(rinc),
    .rclk(rclk),
    .rrst_n(rrst_n),
    .rq2_wptr(rq2_wptr),
    .rempty(rempty),
    .raddr(raddr),
    .rptr(rptr)
  );
  wptr_full #(ASIZE) wptr_full (
    .winc(winc),
    .wclk(wclk),
    .wrst_n(wrst_n),
    .wq2_rptr(wq2_rptr),
    .wfull(wfull),
    .waddr(waddr),
    .wptr(wptr)
  );
endmodule
module fifomem
#(
  parameter DATASIZE = 8,  
  parameter ADDRSIZE = 4   
)
(
  input   winc, wfull, wclk,
  input   [ADDRSIZE-1:0] waddr, raddr,
  input   [DATASIZE-1:0] wdata,
  output  [DATASIZE-1:0] rdata
);
  localparam DEPTH = 1 << ADDRSIZE;
  reg [DATASIZE-1:0] mem [0:DEPTH-1];
  assign rdata = mem[raddr];
  always @(posedge wclk)
    if (winc && !wfull)
      mem[waddr] <= wdata;
endmodule
module rptr_empty
#(
  parameter ADDRSIZE = 4
)
(
  input   rinc, rclk, rrst_n,
  input   [ADDRSIZE:0] rq2_wptr,
  output reg  rempty,
  output  [ADDRSIZE-1:0] raddr,
  output reg [ADDRSIZE:0] rptr
);
  reg [ADDRSIZE:0] rbin;
  wire [ADDRSIZE:0] rgraynext, rbinnext;
  always @(posedge rclk or negedge rrst_n)
    if (!rrst_n)
      {rbin, rptr} <=0;
    else
      {rbin, rptr} <= {rbinnext, rgraynext};
  assign raddr = rbin[ADDRSIZE-1:0];
  assign rbinnext = rbin + (rinc & ~rempty);
  assign rgraynext = (rbinnext >> 1) ^ rbinnext;
  assign rempty_val = (rgraynext == rq2_wptr);
  always @(posedge rclk or negedge rrst_n)
    if (!rrst_n)
      rempty <= 1'b1;
    else
      rempty <= rempty_val;
endmodule
module sync_r2w
#(
  parameter ADDRSIZE = 4
)
(
  input   wclk, wrst_n,
  input   [ADDRSIZE:0] rptr,
  output reg  [ADDRSIZE:0] wq2_rptr
);
  reg [ADDRSIZE:0] wq1_rptr;
  always @(posedge wclk or negedge wrst_n)
    if (!wrst_n) 
      {wq2_rptr, wq1_rptr} <= 0;
    else 
      {wq2_rptr, wq1_rptr} <= {wq1_rptr, rptr};
endmodule
module sync_w2r
#(
  parameter ADDRSIZE = 4
)
(
  input   rclk, rrst_n,
  input   [ADDRSIZE:0] wptr,
  output reg [ADDRSIZE:0] rq2_wptr
);
  reg [ADDRSIZE:0] rq1_wptr;
  always @(posedge rclk or negedge rrst_n)
    if (!rrst_n)
      {rq2_wptr, rq1_wptr} <=0;
    else
      {rq2_wptr, rq1_wptr} <= {rq1_wptr, wptr};
endmodule
module wptr_full
#(
  parameter ADDRSIZE = 4
)
(
  input   winc, wclk, wrst_n,
  input   [ADDRSIZE:0] wq2_rptr,
  output reg  wfull,
  output  [ADDRSIZE-1:0] waddr,
  output reg [ADDRSIZE:0] wptr
);
  reg [ADDRSIZE:0] wbin;
  wire [ADDRSIZE:0] wgraynext, wbinnext;
  always @(posedge wclk or negedge wrst_n)
    if (!wrst_n)
      {wbin, wptr} <= 0;
    else
      {wbin, wptr} <= {wbinnext, wgraynext};
  assign waddr = wbin[ADDRSIZE-1:0];
  assign wbinnext = wbin + (winc & ~wfull);
  assign wgraynext = (wbinnext >> 1) ^ wbinnext;
  assign wfull_val = (wgraynext == {~wq2_rptr[ADDRSIZE:ADDRSIZE-1], wq2_rptr[ADDRSIZE-2:0]});
  always @(posedge wclk or negedge wrst_n)
    if (!wrst_n)
      wfull <= 1'b0;
    else
      wfull <= wfull_val;
endmodule
--- /design/flow/run.sh ---
#!/bin/bash
# OpenROAD 26Q1-2900-gdf79404cd8, Yosys 0.63+post, stock flow scripts
make -C /OpenROAD-flow-scripts/flow DESIGN_CONFIG=/design/flow/config.mk WORK_HOME=/design/flow/orfs finish
--- /design/flow/config.mk ---
export PLATFORM = sky130hd
export DESIGN_NAME = async_fifo1
export DESIGN_NICKNAME = async_fifo1
export VERILOG_FILES = /design/flow/design.v
export SDC_FILE = /design/flow/constraint.sdc
export NUM_CORES = 4
export LEC_CHECK = 1
export CORE_UTILIZATION = 50
--- /design/flow/constraint.sdc ---
current_design async_fifo1

set clk_period 4.5
set clk_io_pct 0.2

create_clock -name clk0 -period $clk_period [get_ports {rclk}]
create_clock -name clk1 -period $clk_period [get_ports {wclk}]

set non_clock_inputs [all_inputs -no_clocks]
set_input_delay [expr $clk_period * $clk_io_pct] -clock clk0 $non_clock_inputs
set_output_delay [expr $clk_period * $clk_io_pct] -clock clk0 [all_outputs]
==> impl_metrics.ini <==
; implementation run metrics
[run_status]
run_status = complete, no violations

[setup_path]
r2r.worst_path.cells = 7
worst-setup-path-type = reg2out
worst-endpoint-arrival_ns = 2.60
path_max_fanout = 18
crit_end = rdata[2]
rr_startpoint = rptr_empty.rbin[0]$_DFF_PN0_
cp_data_required_time_ns = 3.60
r2r_setup_slack_ns = 1.82
endpoint_kind = primary output
critical_path.reg2reg.endpoint = rptr_empty.rempty$_DFF_PN1_
cp-start-kind = register
timing.critical_path.from = rptr_empty.rbin[0]$_DFF_PN0_

[route]
via_count = 3000
antenna_left = 0
detail_route.wirelength_um = 11570
dr.max_layer_used = met5
detail_route.wirelength.met1_um = 4610
wl_per_cell_um = 21.23
insertedDiodeCount = 0
detailed_routed_wire_length_on_met2_um = 5691
route.detailed.vias_per_inst = 5.505
detail_route.drc_violations = 0
drt_pre_antenna_iters = 4
met3WireLength_um = 1127
dr.first_iter.drc_count = 200

[synth]
syn-instance-count = 322
top_cell_area_share = 0.6042
netlist.top_cell.by_area = sky130_fd_sc_hd__edfxtp_1
yosys.area_share.aoi = 0.02380
fraction_of_the_mapped_netlist_area_in_adder_cells = 0.007868
xor_share = 0.04013
synth_cell_types = 28
yosysChipArea_um2 = 6361
synthesis.area_per_instance_um2 = 19.75
synthesis.area_um2 = 6361
synth.top_cells.by_area = sky130_fd_sc_hd__edfxtp_1 60%, sky130_fd_sc_hd__dfrtp_1 15%, sky130_fd_sc_hd__mux4_2 11%
ys_seq_elements = 168
ys_warn_count = 7
synth-seq-area-share = 0.7618
post_synth_mux_share = 0.1133
synth.comb.largest_family = multiplexers
yosysCellCount = 322
simple_gate_area_frac = 0.03895

[final_timing]
report.final.slew_viol_count = 0
hold_viol_final = 0
fin_skew_ns = 0.004227
timing.setup.tns_ns = 0
maxSlewHeadroom = 0.3692
grt_setup_unrepaired = false
tightest_slew_ns = 0.9426
whs_ns = 0.1897
setup_violations = 0

[cells_and_area]
layoutNonFillerInstCount = 545
filler_cell_count = 910
flow.area_growth_from_synthesis_pct = 17.64
layout-drive-gt1-share = 0.2016
mi_comb_area_um2 = 1425
regArea_um2 = 4847

[job]
openroad.warnings = 26
drv.max_cap_violation_count = 0

[pwr]
sw_share = 0.2801
leakage_uw = 0.002615
power.ir.vdd_worst_mv = 0.4656
seqPwrFrac = 0.425
p_int_uw = 3738
power_per_cell_area_nw_per_um2 = 693.8
power.switching_uw = 1454
power.combinational.fraction = 0.277
p_clk_frac = 0.297
totalPowerFinal_uw = 5192

[placement]
routabilityCongestion = 0.8344
place.detailed.instances = 509
dp_hpwl_um = 7449
placement.io_buffers = 22

[floorplanning]
core-area_um2 = 12210
fp.dieArea_um2 = 13180
die_w_um = 114.8
std_cell_rows = 40
floorplan.die.height_um = 114.8
fp_util = 0.5209
ios = 24

[clocking]
postCtsHoldBufs = 0
clk_pin_slew_worst_paths_ns = 0.05
post-cts-setup-buffer-count = 0
tritoncts_clock_tree = done
post_cts_resize_count = 0
cts_num_sinks = 168

[grt]
grt_start_max_net_pins = 27
grtUsageTotal = 0.2140
grt_first_pass_wirelength_um = 18040
grt_antenna_before_repair = 1
grt_remaining_overflow = 0
first_global_vias = 3338

[worst_hold_path]
hold_path_class = reg2reg
flip-flops by register name, indices dropped and copies added (netlist names):
signal and cells:
fifomem.mem 128, rptr_empty.rbin 4, rptr_empty.rempty 1, rptr_empty.rptr 5, sync_r2w.wq1_rptr 5, sync_r2w.wq2_rptr 5, sync_w2r.rq1_wptr 5, sync_w2r.rq2_wptr 5
wptr_full.wbin 4, wptr_full.wfull 1, wptr_full.wptr 5
cell families (layout without fill, tap and decap cells):
group                      Yosys count  count (layout)
and+or+nand+nor                     53              53
buffers and inverters               21              76
adders and majority gates            4               4
xor gates and xnor gates            25              25
AOI/OAI and AO/OA                   19              19
muxes                               32              32
DFF                                168             168
area by class of cell:
cell class / instances / share of cell area
Sequential cell: 168 / 0.6477
Inverter: 6 / 0.003010
Multi-Input combinational cell: 133 / 0.1904
Clock buffer: 24 / 0.06888
Clock inverter: 12 / 0.01873
Tap cell: 168 / 0.02809
Timing Repair Buffer: 34 / 0.04314
worst max-delay path, stage by stage, from the launching register on:
cell	delay [ns]
sky130_fd_sc_hd__dfrtp_2	0.74
sky130_fd_sc_hd__buf_4	0.34
sky130_fd_sc_hd__mux4_2	0.52
sky130_fd_sc_hd__a22oi_1	0.25
sky130_fd_sc_hd__nand2_1	0.08
sky130_fd_sc_hd__clkdlybuf4s50_1	0.41
power groups by stage:
stage         combinational, µW  clock [µW]  sequential (µW)
CTS                        1460        1570             2220
global route               1560        1640             2250
finish                     1440        1540             2210
worst min path at each step:
stage | cells after the start | slack (ns) | startpoint | endpoint
after CTS | 0 | 0.17 | rptr_empty.rptr[0]$_DFF_PN0_ | sync_r2w.wq1_rptr[0]$_DFF_PN0_
after global routing | 0 | 0.19 | rptr_empty.rptr[0]$_DFF_PN0_ | sync_r2w.wq1_rptr[0]$_DFF_PN0_
final | 0 | 0.19 | rptr_empty.rptr[2]$_DFF_PN0_ | sync_r2w.wq1_rptr[2]$_DFF_PN0_
through the flow:
| step | cell area (µm²) | setup slack, ns | utilization |
|---|---|---|---|
| after floorplan | 6361 | 1.971 | - |
| after global placement | 6828 | 1.203 | 0.5591 |
| after detailed placement | 6828 | 1.190 | 0.5591 |
| after CTS | 7483 | 0.9231 | 0.6128 |
| after global routing | 7483 | 0.8151 | 0.6128 |
| final | 7483 | 0.9975 | 0.6128 |
synth_stat cells (all sizes together):
cell type and number:
xor3 1, a21boi 1, buf 10, nand2 13, nor2b 2, nor2 15, nand2b 3, mux4 32
or3 5, xnor3 1, inv 6, nand3 8, dfrtp 39, dfstp 1, clkbuf 5, xor2 13
and3 1, nor3 4, a22oi 16, edfxtp 128, and2b 1, ha 4, and2 1, a221oi 2
xnor2 10
metal layers:
metal,up-vias,global-route usage
met1,1533,0.3264
met2,114,0.3192
met3,11,0.1126
li1,1340,-
met5,-,0
met4,2,0.03377
placed cells by master (no fill, tap or decap), drive strengths merged:
cell type and count:
a21boi 1, a221oi 2, a22oi 16, and2 1
and2b 1, and3 1, buf 12, bufinv 3
clkbuf 24, clkdlybuf4s50 22, clkinv 7, clkinvlp 1
dfrtp 39, dfstp 1, edfxtp 128, ha 4
inv 7, mux4 32, nand2 13, nand2b 3
nand3 8, nor2 15, nor2b 2, nor3 4
or3 5, xnor2 10, xnor3 1, xor2 13
xor3 1
Power is estimated from default activity; no workload was simulated.
